==> flow/design.v <==
module FA(a, b, c, M, sum, carry);
input a, b, c;
input M;
output sum, carry;
wire B, x, y, z;
xor x1(B, b, M);
xor x2(x, a, B);
xor x3(sum, x, c);
and a1(y, a, B);
and a2(z, x, c);
or o1(carry, y, z);
endmodule
module addsub_(in1, in2, M, sum, overflow);
input [63:0]in1;
input [63:0]in2;
input M;
output [63:0]sum;
output overflow;
wire [64:0]C;
assign C[0] = M;
genvar i;
generate
    for(i = 0; i < 64; i=i+1)
    begin
        FA full_adder(in1[i], in2[i], C[i], M, sum[i], C[i+1]);
    end
endgenerate
xor x1(overflow, C[64], C[63]);
endmodule
module and_ (in1, in2, out);
	input  [63:0] in1, in2;
	output [63:0] out;
	genvar i;
	generate
		for (i = 0; i < 64; i = i + 1) begin
			and(out[i], in1[i], in2[i]);
		end
	endgenerate
endmodule
module xor_ (in1, in2, out);
	input  [63:0] in1, in2;
	output [63:0] out;
	genvar i;
	generate
		for (i = 0; i < 64; i = i + 1) begin
			xor(out[i], in1[i], in2[i]);
		end
	endgenerate
endmodule
module alu_(inp1, inp2, op, out, CC);
	input signed [63:0] inp1, inp2;
	input  [1:0] op;
	output signed [63:0] out;
	output [2:0] CC;
	wire signed [63:0] out_add, out_sub, out_and, out_xor;
    reg signed [63:0] ans;
	reg overflow_;
	addsub_ add (inp1, inp2, 1'b0, out_add, overflow1);
	addsub_ sub (inp1, inp2, 1'b1, out_sub, overflow2);
	and_ a1 (inp1, inp2, out_and);
	xor_ x1 (inp1, inp2, out_xor);
    always@(*)
    begin
		if(op==2'b00) 
		begin
			ans = out_add;
			overflow_ = overflow1;
		end
		else if(op == 2'b01) 
		begin
			ans = out_sub;
			overflow_ = overflow2;
		end
        else if(op == 2'b10) 
		begin
            ans = out_and;
			overflow_ = 1'b0;
		end
        else if(op == 2'b11)
		begin
            ans = out_xor;
			overflow_ = 1'b0;
		end
    end
    assign out = ans;
	assign CC[2] = (ans==64'b0);
	assign CC[1] = (ans[63]==1);
	assign CC[0] = overflow_;
endmodule
==> flow/run.sh <==
#!/bin/bash
# OpenROAD 26Q1-2900-gdf79404cd8, Yosys 0.63+post, stock flow scripts
make -C /OpenROAD-flow-scripts/flow DESIGN_CONFIG=/design/flow/config.mk WORK_HOME=/design/flow/orfs finish
==> flow/config.mk <==
export PLATFORM = sky130hd
export DESIGN_NAME = alu_
export DESIGN_NICKNAME = alu_
export VERILOG_FILES = /design/flow/design.v
export SDC_FILE = /design/flow/constraint.sdc
export NUM_CORES = 4
export LEC_CHECK = 1
export CORE_UTILIZATION = 30
==> flow/constraint.sdc <==
current_design alu_

set clk_period 44.5
set clk_io_pct 0.2

create_clock -name clk0 -period $clk_period

set non_clock_inputs [all_inputs -no_clocks]
set_input_delay [expr $clk_period * $clk_io_pct] -clock clk0 $non_clock_inputs
set_output_delay [expr $clk_period * $clk_io_pct] -clock clk0 [all_outputs]
==> results.ini <==
[timing]
period_needed_ns = 43.70
clock.fmax_mhz = 22.9
setup_tns_ns = 0
slew_headroom_pct = 56.4
untimed_endpoints = 65
rsz0062_at_grt = false
unclocked_regs = 65
tightest_slew_ns = 0.654
setup_viol = 0
final_hold_viol_count = 0
drv_slew = 0
fin_crit_sh_pct = 98.2

[yosys]
synth_area_mm2 = 0.00781
yosysCellCount = 677
numSynthFlops = 65
synthMuxAreaShare_pct = 18.2
ys_area_mm2 = 0.00781
top_area_share_pct = 32.3
synth.largest_area_cell = fa_1
avgSynthCellArea_um2 = 11.5
synth_cell_types = 20
logic_family = adder cells
adder_share_pct = 52.8
simple_gate_share_pct = 1.73
top_cells_by_area = fa_1 (32%), ha_1 (21%), mux4_2 (18%), dlxtn_1 (13%), inv_1 (12%)
synthCells = 677
xor_area_share_pct = 0.224
ys_sh_aoi_pct = 0.272
ys_warn_count = 3

[die]
fp_util_pct = 30.8
die.size.y_um = 163
row_count = 58
core_area_mm2 = 0.0253
die_w_um = 163
chip_area_mm2 = 0.0267
pin_count = 197

[routing]
antenna_cells = 0
ant_nets = 0
routed_wl_um = 17000
firstDrtPassIters = 3
routedWlPerCell_um = 13.4
drc = 0
vias_per_cell = 3.96
vias = 4997
initialDrtViolationCount = 77

[power_and_ir_drop]
p_total_w = 0.000108
ir_worst_vdd_v = 0.00000480
p_leak_nw = 5.18
cellPowerDensity_mw_per_mm2 = 10.2

[critical_path]
slowest_delay_ns = 0.52
cp_common_cell = fa_2
crit_type = primary input to primary output
start_kind = primary input
endpoint_kind = primary output
cp.required_ns = 35.60
setup.worst_path.start = inp1[0]
crit_arrival_ns = 34.80
setup.worst_path.end = CC[2]
crit_slowest_cell = clkdlybuf4s50_1
cp_max_fo = 2

[job]
maxCapViolations = 0
tool_warnings = 159

[global_route]
grt_usage_pct = 14.1
grt_remaining_overflow = 0
antenna_found_initial = 2
grt_pass1_vias = 5326
grt_pass1_wl_um = 27300
grt_start_max_net_pins = 35

[cts]
postCtsHoldBufs = 0
cts_setup_buffers = 0

[placed_design]
portBuffers = 197
place_congestion = 0.826
dpl.hpwl_um = 15400

[finish]
fillers = 2397
drive_gt1_share_pct = 15.4
syn2layout_area_growth_pct = 34.6

[status]
outcome = finished clean

[routing by layer]
metal / part of all wire (%) / up-vias / GRT usage, %
li1: - / 2453 / -
met1: 41 / 2442 / 19.6
met2: 52 / 96 / 24.6
met3: 5.8 / 4 / 2.64
met4: 0.78 / 2 / 0.850
met5: 0.077 / - / 0
[critical path, delay by kind of cell]
kind                     cells  cell delay (ns)
buffers and inverters        2             0.95
latches                      1             0.26
AND/OR/NAND/NOR              3             0.50
adder cells (fa/ha/maj)     64            23.69
multiplexers                 1             0.47
[placed cells by master (no fill, tap or decap), drive strengths merged]
master         netlist  layout
inv                251     251
clkdlybuf4s50        0     195
ha                 128     128
fa                 126     126
dlxtn               65      65
conb                 1      65
mux4                63      63
nor4                17      17
buf                 16      10
nand4                4       4
o21ai                1       1
o31a                 1       1
xnor2                1       1
xor2                 1       1
nor2                 1       1
a211oi               1       1
dlygate4sd2          0       1
[sequential cells by signal, summed over array words and instances, names as in the netlist]
name       flops
ans           64
overflow_      1
[logic make-up (layout without fill, tap and decap cells)]
kind of cell | count (synthesis) | count (layout)
AOI/OAI and AO/OA | 3 | 3
xor gates and xnor gates | 2 | 2
and+or+nand+nor | 22 | 22
latches | 65 | 65
buffers and inverters | 267 | 457
muxes | 63 | 63
other | 1 | 65
adders and majority gates | 254 | 254
[synthesized netlist by cell type]
cell type,count
buf_1,3
o31a_1,1
nand4_1,4
fa_1,126
inv_1,250
xnor2_1,1
nor4_1,17
dlxtn_1,65
ha_1,128
xor2_1,1
buf_12,5
o21ai_0,1
buf_4,3
inv_2,1
a211oi_1,1
buf_2,4
nor2_1,1
buf_8,1
mux4_2,63
conb_1,1
[what timing repair did]
item	CTS	global route
setup endpoints to repair	5	4
pin swaps	3	3
gates resized	47	23
[through the flow]
stage	area, um2	utilization [%]	worst slack (ns)	instances
finish	10500	41.5	0.799	1261
detailed placement	10300	40.8	-1.17	1261
floorplan	8050	-	1.42	741
global placement	10300	40.8	-1.25	1261
CTS	10400	41.2	0.0229	1261
global route	10500	41.5	0.0267	1261
[report_power, final]
group          internal (W)  switching, W
registers         0.0000102    0.00000355
clock network             0             0
logic             0.0000538     0.0000400
[cell type report]
cell class                 count  area (um2)  area share (%)
tap                          330         413            3.93
timing repair buffer         206        2040            19.4
multi-input combinational    409        6140            58.4
inverter                     251         945            8.99
sequential                    65         976            9.29
