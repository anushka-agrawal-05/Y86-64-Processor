[design/flow/design.v]
module fetch(clk, F_predPC, M_icode, M_cnd, M_valA, W_icode, W_valM, F_stall, D_stall, D_bubble, f_predPC, D_icode, D_ifun, D_rA, D_rB, D_valC, D_valP, D_stat);
    input clk;
    input [63:0] F_predPC;
    input [3:0] M_icode;
    input M_cnd;
    input [63:0] M_valA;
    input [3:0] W_icode;
    input [63:0] W_valM;   
    input F_stall, D_stall, D_bubble;
    output reg [63:0] f_predPC;
    output reg [3:0] D_icode;
    output reg [3:0] D_ifun;
    output reg [3:0] D_rA;
    output reg [3:0] D_rB;
    output reg [63:0] D_valC;
    output reg [63:0] D_valP;
    output reg [1:0] D_stat;   
    reg [63:0] PC;
    reg [3:0] icode;
    reg [3:0] ifun;
    reg [3:0] rA;
    reg [3:0] rB;
    reg [63:0] valC;
    reg [63:0] valP;
    reg [1:0] stat;   
    reg instr_valid; 
    reg imem_error;
    reg [0:79] instruction;  
    reg [7:0] memory[0:1023]; 
    reg [0:7] opcode;  
    reg [0:7] regids;  
    initial
    begin
        rA = 4'hf;
        rB = 4'hf;
        valC = 64'd0;
        valP = 64'd0;
        instr_valid = 0;
        imem_error = 0;
        stat = 2'd0;
    end
    parameter IHALT   = 4'd0;
    parameter INOP    = 4'd1;
    parameter IRRMOVQ = 4'd2;  
    parameter IIRMOVQ = 4'd3;
    parameter IRMMOVQ = 4'd4;
    parameter IMRMOVQ = 4'd5;
    parameter IOPQ    = 4'd6;
    parameter IJXX    = 4'd7;
    parameter ICALL   = 4'd8;
    parameter IRET    = 4'd9;
    parameter IPUSHQ  = 4'd10;
    parameter IPOPQ   = 4'd11;
    initial 
    begin
        memory[0] = 8'h30; 
        memory[1] = 8'hf2;  
        memory[2] = 8'h00;           
        memory[3] = 8'h00;           
        memory[4] = 8'h00;           
        memory[5] = 8'h00;           
        memory[6] = 8'h00;           
        memory[7] = 8'h00;           
        memory[8] = 8'h00;          
        memory[9] = 8'h80;  
        memory[10] = 8'h30; 
        memory[11] = 8'hf1;  
        memory[12] = 8'h00;           
        memory[13] = 8'h00;           
        memory[14] = 8'h00;           
        memory[15] = 8'h00;           
        memory[16] = 8'h00;           
        memory[17] = 8'h00;           
        memory[18] = 8'h00;          
        memory[19] = 8'h03;  
        memory[20] = 8'h40; 
        memory[21] = 8'h12;  
        memory[22] = 8'h00;           
        memory[23] = 8'h00;           
        memory[24] = 8'h00;           
        memory[25] = 8'h00;           
        memory[26] = 8'h00;           
        memory[27] = 8'h00;           
        memory[28] = 8'h00;          
        memory[29] = 8'h00;  
        memory[30] = 8'h30; 
        memory[31] = 8'hf3;  
        memory[32] = 8'h00;           
        memory[33] = 8'h00;           
        memory[34] = 8'h00;           
        memory[35] = 8'h00;           
        memory[36] = 8'h00;           
        memory[37] = 8'h00;           
        memory[38] = 8'h00;          
        memory[39] = 8'h0a;  
        memory[40] = 8'h50; 
        memory[41] = 8'h02;  
        memory[42] = 8'h00;           
        memory[43] = 8'h00;           
        memory[44] = 8'h00;           
        memory[45] = 8'h00;           
        memory[46] = 8'h00;           
        memory[47] = 8'h00;           
        memory[48] = 8'h00;          
        memory[49] = 8'h00;  
        memory[50]=8'h60; 
        memory[51]=8'h30;  
        memory[52]=8'b00000000;
    end
    always@(*)
    begin
        if(M_icode == IJXX && M_cnd == 0)
        begin
            PC = M_valA;
        end
        else if (W_icode == IRET)
        begin
            PC= W_valM;
        end
        else
        begin
            PC = F_predPC;
        end
    end
    always@(*)
    begin
        if(PC > 64'd1023)
        begin
            imem_error = 1;  
            stat = 2'd2;     
        end
        else
        begin
            imem_error = 0;
            instruction = {memory[PC], memory[PC+64'd1], memory[PC+64'd2], memory[PC+64'd3], memory[PC+64'd4], memory[PC+64'd5], memory[PC+64'd6], memory[PC+64'd7], memory[PC+64'd8], memory[PC+64'd9]}; 
            opcode = instruction[0:7];
            icode = opcode[0:3];
            ifun = opcode[4:7];
            if(icode < 4'd0 || icode > 4'd11)
            begin
                instr_valid = 1;  
                stat = 2'd3;
            end
            else
            begin
                instr_valid = 0;
                if(icode == IHALT)
                begin
                    stat = 2'd1;
                    valP = PC + 64'd1;
                    f_predPC = valP;
                end
                else if (icode == INOP)
                begin
                    valP = PC + 64'd1;
                    f_predPC = valP;
                end
                else if (icode == IRRMOVQ)
                begin
                    regids = instruction[8:15];
                    rA = regids[0:3];
                    rB = regids[4:7];
                    valP = PC + 64'd2;
                    f_predPC = valP;
                end
                else if (icode == IIRMOVQ)
                begin
                    regids = instruction[8:15];
                    rA = regids[0:3];
                    rB = regids[4:7];
                    valC = instruction[16:79];
                    valP = PC + 64'd10;
                    f_predPC = valP;
                end
                else if (icode == IRMMOVQ)
                begin
                    regids = instruction[8:15];
                    rA = regids[0:3];
                    rB = regids[4:7];
                    valC = instruction[16:79];
                    valP = PC + 64'd10;
                    f_predPC = valP;
                end
                else if (icode == IMRMOVQ)
                begin
                    regids = instruction[8:15];
                    rA = regids[0:3];
                    rB = regids[4:7];
                    valC = instruction[16:79];
                    valP = PC + 64'd10;
                    f_predPC = valP;
                end
                else if (icode == IOPQ)
                begin
                    regids = instruction[8:15];
                    rA = regids[0:3];
                    rB = regids[4:7];
                    valP = PC + 64'd2;
                    f_predPC = valP;
                end
                else if (icode == IJXX)
                begin
                    valC = instruction[8:71];
                    valP = PC + 64'd9;
                    f_predPC = valC;
                end
                else if (icode == ICALL)
                begin
                    valC = instruction[8:71];
                    valP = PC + 64'd9;
                    f_predPC = valC;
                end
                else if (icode == IRET)
                begin
                    valP = PC + 64'd1;
                    f_predPC = valP;
                end
                else if (icode == IPUSHQ)
                begin
                    regids = instruction[8:15];
                    rA = regids[0:3];
                    rB = regids[4:7];
                    valP = PC + 64'd2;
                    f_predPC = valP;
                end
                else if (icode == IPOPQ)
                begin
                    regids = instruction[8:15];
                    rA = regids[0:3];
                    rB = regids[4:7];
                    valP = PC + 64'd2;
                    f_predPC = valP;
                end
            end
        end    
    end 
    always@(posedge clk)
    begin
        if (D_stall == 1)
        begin
        end
        else if(D_bubble == 1)
        begin
            D_icode <= 4'b0001;  
            D_ifun <= 4'b0000;
            D_rA <= 4'b0000;
            D_rB <= 4'b0000;
            D_valC <= 64'b0;
            D_valP <= 64'b0;
            D_stat <= 2'd0;
        end
        else
        begin
            D_icode <= icode;
            D_ifun <= ifun;
            D_rA <= rA;
            D_rB <= rB;
            D_valC <= valC;
            D_valP <= valP;
            D_stat <= stat;
        end
    end
endmodule
[design/flow/config.mk]
export PLATFORM = sky130hd
export DESIGN_NAME = fetch
export DESIGN_NICKNAME = fetch
export VERILOG_FILES = /design/flow/design.v
export SDC_FILE = /design/flow/constraint.sdc
export NUM_CORES = 4
export LEC_CHECK = 1
export CORE_UTILIZATION = 50
export SYNTH_MEMORY_MAX_BITS = 65536
[design/flow/constraint.sdc]
current_design fetch

set clk_period 1.2
set clk_io_pct 0.2

create_clock -name clk0 -period $clk_period [get_ports {clk}]

set non_clock_inputs [all_inputs -no_clocks]
set_input_delay [expr $clk_period * $clk_io_pct] -clock clk0 $non_clock_inputs
set_output_delay [expr $clk_period * $clk_io_pct] -clock clk0 [all_outputs]
[design/flow/run.sh]
#!/bin/bash
# OpenROAD 26Q1-2900-gdf79404cd8, Yosys 0.63+post, stock flow scripts
make -C /OpenROAD-flow-scripts/flow DESIGN_CONFIG=/design/flow/config.mk WORK_HOME=/design/flow/orfs finish
==> deck_impl_summary.md <==
Synthesis and Place & Route Summary

Power
  • Leakage power: 10.5 nW
  • Pwr Density: 948 mW/mm2
  • Net Sw Frac: 0.429
  • Sequential group share of total power: 0.299
  • Worst voltage drop across the vdd grid: 983 uV
  • Internal power contribution: 15.2 mW
  • Combinational cell fraction of total power: 0.501
  • Proportion of power drawn by the clock network: 0.200
  • Net switching component of the power: 11.4 mW

Global route
  • GRT Util Overall: 0.497
  • Initial antenna violation count: 8
  • Pin count of the biggest net entering global routing: 86
  • Overflow left after global routing: 0
  • Number of global-route vias before repair: 24672
  • First-pass GRT wire length: 166000 um

Setup path
  • Kind of cell adding the most delay to the critical path: flip-flops
  • Required time of the worst setup path: 0.96 ns
  • Critical Path AT: 1.08 ns
  • Chain of cells forming the critical path: buf_2
  • Kind of start point of the critical path: flip-flop
  • Largest fanout on the critical path: 1
  • Instance count on the critical path: 1
  • Crit-path max cell delay: 0.45 ns
  • Classification of the worst setup path: flip-flop to primary output
  • CP endpoint kind: primary output
  • Critical Path Slowest Stage Cell: edfxtp_1
  • Number of buffer and inverter instances along the worst setup path: 1

Synth
  • Unique cell types: 122
  • Top FF cell, synth: dlxtn_1
  • Synthesized instance count: 2990
  • Count of warnings emitted by yosys: 1
  • Post-synthesis average cell area: 7.81 um2
  • Summed standard-cell area reported by yosys: 0.0234 mm2
  • Post-synth tally of flip-flops with integrated enable: 137
  • Yosys Instances: 2990
  • Area of the mapped netlist: 0.0234 mm2
  • Async set-or-reset flop fraction in the synthesized netlist: 0
  • Synthesis-stage register bit count: 338

Min path
  • HP Start: D_bubble
  • Hold path depth: 2
  • Path type of the worst min-delay path: input pin to flip-flop
  • Hold EP: D_valP[37]

Timing
  • Setup slack after layout: -0.116 ns
  • Setup Viol. Count Final: 27
  • Unrepaired setup endpoints after global routing: yes
  • Number of unconstrained endpoints: 264
  • Pins Over Slew Limit: 0
  • Min cycle time layout: 1.32 ns
  • Final Hold Viols: 0
  • Count of unclocked register or latch pins: 201
  • Achievable Freq: 0.760 GHz
  • Final cycle utilization of the critical path: 1.10
  • Measured slew at the worst slew-check pin: 1.25 ns
  • Worst max-slew margin expressed relative to the limit: 0.162

Floorplan
  • Overall die width: 218 um
  • Die Ht: 218 um
  • Core Box Area: 0.0458 mm2
  • I/O pin cnt: 415
  • Area enclosed by the die boundary: 0.0476 mm2
  • Num rows: 78
  • Initial core utilization: 0.510

Status
  • Result of the run: finished with violations
  • Failing checks: setup timing

Final layout
  • Total of fill cells in the finished design: 3732
  • Post-route non-filler standard cell count: 3958
  • Proportion of layout cells with a drive suffix above 1: 0.131
  • Area Overhead vs Synth: 20.3%
  • Most common logic cell in the routed design: nand2_1
  • Most used cells in the layout excluding fill and tap cells: nand2_1 (335), a21oi_1 (284), nor2_1 (276), clkdlybuf4s50_1 (266), o21ai_0 (209)

Place
  • Placed cell count: 3918
  • Worst setup slack before clock tree synthesis: -0.292 ns
  • Detailed Place HPWL: 89600 um
  • GP Congestion: 1.14
  • Number of buffers added on ports: 404

Clock tree
  • Number of levels in the clock H-tree: 4
  • Root Buffer Master: clkbuf_16
  • Clock tree from TritonCTS: yes
  • Number of buffers inserted by post-CTS setup repair: 0
  • Number of CTS-inserted buffers: 17
  • Number of buffers on the longest clock path: 2
  • Cts repair resizes: 430
  • CTS Hold Buffers Added: 0
  • Worst-path clk slew: 0.07 ns

Drt
  • Antenna-violating nets left: 0
  • Total detailed-routing wirelength: 116000 um
  • Routed vias/inst: 6.76
  • Number of optimization iterations in the first detailed-route pass: 11
  • Starting DRT DRC Count: 3680
  • Post-route DRC: 0
  • Routed via count: 26745
  • Per-cell routed wire length: 29.3 um

Run
  • Tally of OpenROAD warnings: 48
  • Count of maximum capacitance violations: 0
-- cell families after synthesis --
| kind of cell | Yosys count | share of synthesized area |
|---|---|---|
| compound gates | 878 | 0.235 |
| xor+xnor | 191 | 0.0719 |
| fa+ha+maj | 26 | 0.0139 |
| buf+inv | 239 | 0.0520 |
| flops | 137 | 0.176 |
| latches | 201 | 0.129 |
| mux | 144 | 0.0669 |
| other cells | 1 | 0.000161 |
| simple gates | 1173 | 0.254 |
-- worst max-delay path by stage --
stage / from / end / slack, ns
CTS: D_valC[31] / D_valC[31] / -0.1
global route: D_valC[39] / D_valC[39] / -0.11
finish: D_valC[39] / D_valC[39] / -0.12
-- registers in the layout, summed over array words and instances (netlist names), 56 cells and up --
signal and count:
D_valP 64, valC 56, f_predPC 64, valP 64, D_valC 56
-- cells in the mapped netlist, drive strengths merged (10+ instances only) --
master	count	area share
ha	26	0.014
mux2i	116	0.052
a221oi	22	0.0091
or4	14	0.0050
and2	12	0.0032
dlxtn	201	0.13
edfxtp	137	0.18
o221ai	10	0.0037
buf	98	0.029
xnor2	151	0.057
o22ai	35	0.0094
o31ai	17	0.0057
a22o	12	0.0045
mux2	25	0.012
a22oi	23	0.0074
clkbuf	107	0.017
nor4	29	0.012
o21a	13	0.0042
or2	14	0.0037
o21ai	248	0.055
a21oi	298	0.066
xor2	40	0.015
nor3	113	0.026
or3	26	0.0074
nand3	87	0.020
nand2	337	0.055
nor2b	144	0.039
o211ai	23	0.0074
and3	24	0.0064
nor2	282	0.046
a31oi	33	0.0095
nand2b	17	0.0046
a21o	35	0.012
nand4	33	0.0096
inv	33	0.0054
a211oi	29	0.010
-- per-stage QoR --
stage	instance area, um2	power, mW	TNS [ns]	utilization	hold WS (ns)
after global routing	28100	27.5	-1.89	0.614	0.336
after detailed placement	28100	20.9	-36.71	0.615	0.742
after global placement	28100	20.5	-33.97	0.615	0.728
after CTS	28100	26.0	-1.33	0.613	0.305
final	28100	26.6	-1.19	0.614	0.324
after floorplan	23400	14.3	-192.53	-	0.510
-- metal layers --
metal,wire length [um],track usage,vias up
met5,138,0.0417,-
met4,8310,0.250,10
met3,19000,0.245,484
met2,46100,0.671,2309
met1,42500,0.662,12407
li1,-,-,11535
-- area by class of cell --
class | instances | area [um2] | area share
clock buffer | 17 | 425 | 0.0151
antenna | 8 | 20.0 | 0.000712
inverter | 34 | 134 | 0.00476
multi-input combinational | 2422 | 15100 | 0.538
clock inverter | 15 | 194 | 0.00690
sequential | 338 | 7130 | 0.254
tap | 600 | 751 | 0.0267
timing repair buffer | 524 | 4330 | 0.154
-- power groups by stage --
stage | Combinational (mW) | Clock [mW] | Sequential, mW
global route | 13.8 | 5.60 | 8.10
finish | 13.3 | 5.33 | 7.96
CTS | 12.7 | 5.41 | 7.95
Power figures rest on the tool's default switching activity, not on a simulated workload.
